File: flow/config.mk
export PLATFORM = sky130hd
export DESIGN_NAME = pm32
export DESIGN_NICKNAME = pm32
export VERILOG_FILES = /design/flow/design.v
export SDC_FILE = /design/flow/constraint.sdc
export NUM_CORES = 4
export LEC_CHECK = 1
export CORE_UTILIZATION = 30
File: flow/constraint.sdc
current_design pm32

set clk_period 7.4
set clk_io_pct 0.2

create_clock -name clk0 -period $clk_period [get_ports {clk}]

set non_clock_inputs [all_inputs -no_clocks]
set_input_delay [expr $clk_period * $clk_io_pct] -clock clk0 $non_clock_inputs
set_output_delay [expr $clk_period * $clk_io_pct] -clock clk0 [all_outputs]
File: flow/design.v
`timescale		    1ns/1ps
`default_nettype    none
module pm32 (
    input wire          clk,
    input wire          rst,
    input wire          start,
    input wire  [31:0]  mc,
    input wire  [31:0]  mp,
    output reg  [63:0]  p,
    output wire         done
);
    wire        pw;
    reg [31:0]  Y;
    reg [7:0]   cnt, ncnt;
    reg [1:0]   state, nstate;
    localparam  IDLE=0, RUNNING=1, DONE=2;
    always @(posedge clk or posedge rst)
        if(rst)
            state  <= IDLE;
        else 
            state <= nstate;
    always @*
        case(state)
            IDLE    :   if(start) nstate = RUNNING; else nstate = IDLE;
            RUNNING :   if(cnt == 64) nstate = DONE; else nstate = RUNNING; 
            DONE    :   if(start) nstate = RUNNING; else nstate = DONE;
            default :   nstate = IDLE;
        endcase
    always @(posedge clk)
        cnt <= ncnt;
    always @*
        case(state)
            IDLE    :   ncnt = 0;
            RUNNING :   ncnt = cnt + 1;
            DONE    :   ncnt = 0;
            default :   ncnt = 0;
        endcase
    always @(posedge clk or posedge rst)
        if(rst)
            Y <= 32'b0;
        else if((start == 1'b1))
            Y <= mp;
        else if(state==RUNNING) 
            Y <= (Y >> 1);
    always @(posedge clk or posedge rst)
        if(rst)
            p <= 64'b0;
        else if(start)
            p <= 64'b0;
        else if(state==RUNNING)
            p <= {pw, p[63:1]};
    wire y = (state==RUNNING) ? Y[0] : 1'b0;
    spm #(.SIZE(32)) spm32(
        .clk(clk),
        .rst(rst),
        .x(mc),
        .y(y),
        .p(pw)
    );
    assign done = (state == DONE);
endmodule
`timescale		    1ns/1ps
`default_nettype    none
module spm #(parameter SIZE = 32)(
    input wire              clk, 
    input wire              rst,
    input wire              y,
    input wire [SIZE-1:0]   x,
    output wire             p
);
    wire [SIZE-1:1]     pp;
    wire [SIZE-1:0]     xy;
    genvar i;
    CSADD csa0 (.clk(clk), .rst(rst), .x(x[0]&y), .y(pp[1]), .sum(p));
    generate 
        for(i=1; i<SIZE-1; i=i+1) begin
            CSADD csa (.clk(clk), .rst(rst), .x(x[i]&y), .y(pp[i+1]), .sum(pp[i]));
        end 
    endgenerate
    TCMP tcmp (.clk(clk), .rst(rst), .a(x[SIZE-1]&y), .s(pp[SIZE-1]));
endmodule
module CSADD(
    input wire  clk, 
    input wire  rst,
    input wire  x, 
    input wire  y,
    output reg  sum
);
    reg sc;
    wire hsum1, hco1;
    assign hsum1 = y ^ sc;
    assign hco1 = y & sc;
    wire hsum2, hco2;
    assign hsum2 = x ^ hsum1;
    assign hco2 = x & hsum1;
    always @(posedge clk or posedge rst) begin
        if (rst) begin
            sum <= 1'b0;
            sc <= 1'b0;
        end
        else begin
            sum <= hsum2;
            sc <= hco1 ^ hco2;
        end
    end
endmodule
module TCMP (
    input wire  clk, 
    input wire  rst,
    input wire  a, 
    output reg  s
);
    reg z;
    always @(posedge clk or posedge rst) begin
        if (rst) begin
            s <= 1'b0;
            z <= 1'b0;
        end
        else begin
            z <= a | z;
            s <= a ^ z;
        end
    end
endmodule
File: flow/run.sh
#!/bin/bash
# OpenROAD 26Q1-2900-gdf79404cd8, Yosys 0.63+post, stock flow scripts
make -C /OpenROAD-flow-scripts/flow DESIGN_CONFIG=/design/flow/config.mk WORK_HOME=/design/flow/orfs finish
==> results.toml <==
# physical design summary
[floorplan]
initCoreUtil_pct = 30.71
fp.dieH_um = 154.5
dieArea_mm2 = 0.02386
die_x_um = 154.5
rows = 55
core_mm2 = 0.02271
io_pins = 132

[final_timing]
fin_hold_ws_ns = 0.4877
relSlewSlack_pct = 39.59
report.final.slew_viol_count = 0
worstMarginPinSlew_ns = 0.9061
setup_tns_ns = 0
fmax_mhz = 357.0
hold_viol_final = 0
setup_viol = 0
fin_skew_ns = 0.006540
fin_crit_sh_pct = 37.85
setup_slack_ns = 4.599
min_period_ns = 2.801
rsz0062_at_grt = "false"

[grt]
grt_pass1_vias = 4443
grtUsageTotal_pct = 11.81
gr-total-overflow = 0
grt_first_pass_wirelength_um = 21960
grt_max_degree = 75
antenna_found_initial = 0

[worst_hold_path]
whs_path_depth = 1
hold_path_class = "flip-flop to flip-flop"
min-delay-start = "state[0]"
hold_end = "state[0]"

[power_and_ir_drop]
power.total_w = 0.002326
peakVddDrop_uv = 146.1
switching_power_w = 0.0005638
p_leak_nw = 4.699
p_sw_share_pct = 24.24
clkPwrFrac_pct = 38.3
p_int_w = 0.001762
combPwrFrac_pct = 10.0
pwr-share-seq_pct = 51.7
power.density_mw_per_mm2 = 255.7

[clock_network]
clk_path_buf_depth = 2
worstSkewPairLatency_ns = 0.42
cts_tree = "yes"
cts_max_level = 4
post-cts-setup-buffers = 0
path_clk_slew_ns = 0.06
cts_resized = 0
cts_root_buf = "clkbuf_16"
hold_buffers = 0
numCtsBuffers = 17
numClockSinks = 171

[setup_path]
r2r-start = "state[2]"
reg2regPathDepth = 3
crit_arrival_ns = 1.32
cp-start-kind = "flip-flop"
path_class = "flip-flop to output pin"
critPathTopFamily = "buffers and inverters"
crit_required_ns = 5.92
end_kind = "output pin"
ff2ff_setup_slack_ns = 5.09
cp_slowest_cell = "clkdlybuf4s50_1"
critPathMaxFanout = 3
r2r_end = "spm32.genblk1[18].csa.sum"
crit_path_max_incr_delay_ns = 0.55
worst-path-buf-inv = 1
path_cells = "clkdlybuf4s50_1"

[synth]
netlist-cell-type-count = 28
syn_area_per_cell_um2 = 13.16
syn_inst = 530
synth.most_common_cell = "dfrtp_1"
synthTopCellsByCount = "dfrtp_1 (162), mux2i_1 (96), nor2_1 (71)"
yosys.area.top_type_share_pct = 58.13
synth_area_mm2 = 0.006974
ys_seq_share_pct = 60.80
ys.warnings.count = 3
yosys-stat-cells = 530
ys_top_cells_by_area = "dfrtp_1 (58%), mux2i_1 (14%), fa_1 (8.9%), nor2_1 (3.8%), and3_1 (2.9%)"
async_flop_share_pct = 95.32
yosys_area_mm2 = 0.006974
yosys.area.top_type = "dfrtp_1"
edf_count = 0
ys.flop_type = "dfrtp_1"
synth_flops = 171

[drt]
first_iter_violations = 185
diodes = 0
first_pass_iters = 4
drc_errors = 0
routed_wl_um = 12870
wl_per_cell_um = 13.53
vias_per_cell = 4.499
vias = 4279
antenna_left = 0

[final_layout]
final_util_pct = 40.06
layout-drive-gt1-share_pct = 6.306
syn_to_final_growth_pct = 30.43

[run_status]
status = "finished clean"

[placement]
gp_congestion = 0.7430
post-place-ws_ns = 4.252
io_buffers = 131
dpl.hpwl_um = 8437

[flow_run]
tool_warnings = 26
maxCapViolCount = 0
## flip-flops by register name, summed over array words and instances, names as in the netlist, 3 cells and up
| register | cells |
|---|---|
| Y | 32 |
| cnt | 8 |
| p | 64 |
| spm32.genblk1.csa.sc | 30 |
| spm32.genblk1.csa.sum | 30 |
| state | 3 |
## worst max-delay path by stage
stage     start        to  slack [ns]  cells after the start
4_1_cts   p[61]     p[61]        4.56                      1
5_1_grt     rst  state[2]        4.49                      3
6_report  p[63]     p[63]        4.60                      1
## layout make-up
cell class,instances,area [µm²]
Timing Repair Buffer,136,1346
Sequential cell,171,4244
Clock inverter,12,137.6
Inverter,7,31.28
Tap cell,285,356.6
Clock buffer,20,466.7
Multi-Input combinational cell,320,2514
Fill cell,2091,13610
## cell families after synthesis
group                      after synthesis  share of synthesized area (%)
muxes                                   96                          13.78
buffers and inverters                   39                          3.158
and+or+nand+nor                        148                          9.544
DFF                                    171                          60.80
adders and majority gates               34                          9.437
AOI/OAI and AO/OA                       39                          2.906
xor gates and xnor gates                 3                         0.3768
## through the flow
step	area (µm²)	cells
2_1_floorplan	6974	530
3_5_place_dp	8492	919
6_report	9096	951
4_1_cts	9096	951
5_1_grt	9096	951
3_3_place_gp	8492	919
## power groups by stage
stage / sequential, W / combinational, W / clock, W
CTS: 0.00121 / 0.000245 / 0.000921
global route: 0.00123 / 0.000286 / 0.000965
finish: 0.00120 / 0.000232 / 0.000891
## routing by layer
metal,track usage [%],routed length (µm),up-vias
met4,1.367,131,0
met5,0,0,-
met3,3.567,731,9
li1,-,-,2023
met1,17.95,6110,2154
met2,17.95,5892,93
## cell usage in the layout, fill, tap and decap left out, drive strengths merged
cell	instances
a21oi	2
a22o	2
and2	1
and3	32
buf	6
bufinv	2
clkbuf	20
clkdlybuf4s50	130
clkinv	6
clkinvlp	2
dfrtp	162
dfstp	1
dfxtp	8
fa	31
ha	3
inv	9
mux2i	96
nand2	34
nand2b	1
nand3	4
nand4	1
nor2	71
nor2b	1
nor4b	1
o21ai	35
or3	2
xnor2	1
xor2	2
No activity file was given, so power comes from the tool's default toggle rates.
