### /design/flow/design.v
module pong (    
    input wire tick,
    input wire clk,
    input wire rst,
    input wire btn_up,
    input wire btn_dwn,
    output reg [9:0] ball_x,
    output reg [9:0] ball_y,
    output reg [9:0] l_paddle_y,
    output reg [9:0] r_paddle_y,
    output reg [3:0] score_l,
    output reg [3:0] score_r
);
    localparam SCREEN_W = 640;
    localparam SCREEN_H = 480;
    localparam PADDLE_W = 10;
    localparam PADDLE_H = 60;
    localparam BALL_SIZE = 8;  
    localparam PADDLE_X = 20;
    localparam S_IDLE  = 2'b00;
    localparam S_SERVE = 2'b01;
    localparam S_PLAY  = 2'b10;
    reg [1:0] state;
    reg signed [10:0] ball_x_signed;  
    reg signed [2:0] ball_dy;  
    reg signed [1:0] ball_dx;
    wire [9:0] ball_left = ball_x;
    wire [9:0] ball_right = ball_x + BALL_SIZE;
    wire [9:0] ball_top = ball_y;
    wire [9:0] ball_bottom = ball_y + BALL_SIZE;
    wire [9:0] l_paddle_top = l_paddle_y;
    wire [9:0] l_paddle_bottom = l_paddle_y + PADDLE_H;
    wire [9:0] r_paddle_top = r_paddle_y;
    wire [9:0] r_paddle_bottom = r_paddle_y + PADDLE_H;
    wire [9:0] l_paddle_x = PADDLE_X;
    wire [9:0] r_paddle_x = SCREEN_W - PADDLE_X - PADDLE_W;
    wire l_paddle_collision = (ball_left <= l_paddle_x + PADDLE_W) && 
                          (ball_right >= l_paddle_x) &&
                          (ball_bottom >= l_paddle_top) &&
                          (ball_top <= l_paddle_bottom);
    wire r_paddle_collision = (ball_right >= r_paddle_x) && 
                          (ball_left <= r_paddle_x + PADDLE_W) &&
                          (ball_bottom >= r_paddle_top) &&
                          (ball_top <= r_paddle_bottom);
    always @(posedge clk or posedge rst) begin
        if (rst) begin
            state <= S_IDLE;
            ball_x <= SCREEN_W / 2;
            ball_y <= SCREEN_H / 2;
            l_paddle_y <= SCREEN_H / 2 - PADDLE_H / 2;
            r_paddle_y <= SCREEN_H / 2 - PADDLE_H / 2;
            score_l <= 4'd0;
            score_r <= 4'd0;
        end else if (tick) begin
            case (state)
                S_IDLE: begin
                    ball_x <= SCREEN_W / 2;
                    ball_y <= SCREEN_H / 2;
                    l_paddle_y <= SCREEN_H / 2 - PADDLE_H / 2;
                    r_paddle_y <= SCREEN_H / 2 - PADDLE_H / 2;
                    ball_dx <= 2'sd0;                     
                    ball_dy <= 3'sd0;
                    state <= S_SERVE; 
                end
                S_SERVE: begin
                    ball_x <= SCREEN_W / 2;
                    ball_y <= SCREEN_H / 2;
                    ball_dx <= 2'sd1;  
                    ball_dy <= 3'sd0;
                    state <= S_PLAY;
                end
                S_PLAY: begin
                    ball_x_signed <= ball_x_signed + ball_dx;
                    ball_x <= ball_x_signed[9:0];
                    ball_y <= ball_y + ball_dy;
                    if (ball_top <= 0 || ball_bottom >= SCREEN_H) begin
                        ball_dy <= -ball_dy;
                    end
                    if (l_paddle_collision && ball_dx < 0) begin
                        ball_dx <= 2'sd1;
                        if (ball_y < l_paddle_y + PADDLE_H / 5)
                            ball_dy <= -3'sd2;
                        else if (ball_y < l_paddle_y + 2 * PADDLE_H / 5)
                            ball_dy <= -3'sd1;
                        else if (ball_y < l_paddle_y + 3 * PADDLE_H / 5)
                            ball_dy <= 3'sd0;
                        else if (ball_y < l_paddle_y + 4 * PADDLE_H / 5)
                            ball_dy <= 3'sd1;
                        else
                            ball_dy <= 3'sd2;
                    end
                    if (r_paddle_collision && ball_dx > 0) begin
                        ball_dx <= -2'sd1;
                        if (ball_y < r_paddle_y + PADDLE_H / 5)
                            ball_dy <= -3'sd2;
                        else if (ball_y < r_paddle_y + 2 * PADDLE_H / 5)
                            ball_dy <= -3'sd1;
                        else if (ball_y < r_paddle_y + 3 * PADDLE_H / 5)
                            ball_dy <= 3'sd0;
                        else if (ball_y < r_paddle_y + 4 * PADDLE_H / 5)
                            ball_dy <= 3'sd1;
                        else
                            ball_dy <= 3'sd2;
                    end
                    if (ball_left <= 0) begin
                        score_r <= score_r + 4'd1;
                        state <= S_IDLE;
                    end
                    if (ball_right >= SCREEN_W) begin
                        score_l <= score_l + 4'd1;
                        state <= S_IDLE;
                    end
                    if (btn_up && l_paddle_y > 10'd0) begin
                        l_paddle_y <= l_paddle_y - 10'd4;
                    end
                    if (btn_dwn && l_paddle_y < SCREEN_H - PADDLE_H) begin
                        l_paddle_y <= l_paddle_y + 10'd4;
                    end
                    if (ball_y < r_paddle_y + PADDLE_H / 2 && r_paddle_y > 10'd0) begin
                        r_paddle_y <= r_paddle_y - 10'd3;
                    end
                    if (ball_y > r_paddle_y + PADDLE_H / 2 && r_paddle_y < SCREEN_H - PADDLE_H) begin
                        r_paddle_y <= r_paddle_y + 10'd3;
                    end
                end
                default:
                    state <= S_IDLE;
            endcase
        end
    end
endmodule
### /design/flow/run.sh
#!/bin/bash
# OpenROAD 26Q1-2900-gdf79404cd8, Yosys 0.63+post, stock flow scripts
make -C /OpenROAD-flow-scripts/flow DESIGN_CONFIG=/design/flow/config.mk WORK_HOME=/design/flow/orfs finish
### /design/flow/config.mk
export PLATFORM = sky130hd
export DESIGN_NAME = pong
export DESIGN_NICKNAME = pong
export VERILOG_FILES = /design/flow/design.v
export SDC_FILE = /design/flow/constraint.sdc
export NUM_CORES = 4
export LEC_CHECK = 1
export CORE_UTILIZATION = 30
### /design/flow/constraint.sdc
current_design pong

set clk_period 11.2
set clk_io_pct 0.2

create_clock -name clk0 -period $clk_period [get_ports {clk}]

set non_clock_inputs [all_inputs -no_clocks]
set_input_delay [expr $clk_period * $clk_io_pct] -clock clk0 $non_clock_inputs
set_output_delay [expr $clk_period * $clk_io_pct] -clock clk0 [all_outputs]
==> out/results.tsv <==
metric	value	unit
Tmin final	5.029	ns
Final TNS setup	0	ns
maxcap violations	0	
Clock Skews	0.008169	ns
Largest type area fraction	25.32	%
CP Launch Point	r_paddle_y[4]	
most numerous logic cell after layout	ha_1	
Syn Std Cell Area	7609	um^2
Max-slew headroom	46.15	%
Init Core Util	30.92	%
Layout area overhead	15.47	%
overall power	566.1	uW
OpenROAD warning count	50	
post-DR vias/cell	5.191	
Crit Path Max Fanout	12	
gr usage total	16.94	%
vias	6401	
distinct cell type count of the synthesized netlist	71	
chip area	26000	um^2
global-route wire length before repair	34220	um
Post-CTS Hold Buffers	0	
Post-CTS Setup Bufs	0	
Root Driver	clkbuf_16	
Final ANT Viol Nets	0	
DRC viols	0	
Post-synth EDFFs	15	
fin worst setup slack	6.171	ns
Antenna Diode Count	0	
Die W	161.3	um
share of cells above drive strength 1	6.271	%
Min-Delay Path Class	reg -> reg	
final cell count without fillers	1233	
critical path arrival	5.26	ns
drt pass-1 iters	4	
fmax	198.9	MHz
P_leak	3.977	nW
M1 GR Usage	25.31	%
GR Util met2	26.88	%
FP Rows	57	
gr ovfl total	0	
DP HPWL	15730	um
Max clock buf depth	2	
Worst-path clk slew	0.06	ns
Reg-to-Reg Start	r_paddle_y[4]	
dpl cells	1217	
CTS tree	built	
yosys cell count	858	
setup violators final	0	
area leader, netlist	ha_1	
Hold Path Depth	1	
Starting DRT DRC Count	284	
Hold Violations, Final	0	
CP Capture Type	flop	
Worst Reg-to-Reg Cells	19	
DRT Wirelength	21190	um
I/O pin total	53	
Top Layout Cells	ha_1, xnor2_1, nor2_1	
dominant register cell	dfrtp_1	
total CTS buffers	9	
met3 Track Usage GR	2.594	%
H-tree levels	3	
CP startpoint kind	flop	
clock latency on the worst-skew pair	0.34	ns
syn_area_per_cell	8.868	um^2
Async S/R FF share, synth	76.92	%
initial antenna violation count	0	
Die H	161.3	um
Top cells by area	ha_1, dfrtp_1, xnor2_1	
Power per Cell Area	64.43	nW/um^2
period utilization	44.90	%
largest net degree at the start of global routing	41	
max-slew violations	0	
number of global-route vias before repair	6266	
min-delay src	score_l[3]	
CP Class	reg -> reg	
synth warn	1	
WL per Instance	17.18	um
VDD IR max	0.05359	mV
cells after synthesis	858	
# port buffers	51	
crit path DRT	11.43	ns
Seq/Total Area, Yosys	22.61	%
unrepaired setup endpoints after global routing	no	
GR peak layer	met2	
worst slew pin tran	0.7874	ns
GPL Wtd Cong	0.8789	
core box area	24600	um^2
Resized cells post-CTS	0	
Setup WS pre-CTS	6.328	ns
flops & latches, synth	65	
clk sinks	65	
status	finished clean	
yosys stat chip area	7609	um^2
==> synthesized netlist by cell type (all sizes together), types with 3 or more instances <==
| master | instances |
|---|---|
| a2111oi | 4 |
| a211o | 4 |
| a211oi | 18 |
| a21o | 20 |
| a21oi | 57 |
| a22o | 14 |
| a22oi | 3 |
| a31o | 3 |
| a31oi | 7 |
| and2 | 6 |
| and3 | 7 |
| buf | 5 |
| clkbuf | 20 |
| clkinv | 7 |
| dfrtp | 35 |
| dfstp | 15 |
| edfxtp | 15 |
| fa | 4 |
| ha | 154 |
| inv | 50 |
| mux2 | 6 |
| nand2 | 53 |
| nand2b | 10 |
| nand3 | 14 |
| nand4 | 15 |
| nor2 | 62 |
| nor2b | 6 |
| nor3 | 11 |
| nor4 | 4 |
| o2111ai | 5 |
| o211ai | 7 |
| o21a | 8 |
| o21ai | 43 |
| o21bai | 7 |
| o22ai | 7 |
| o31ai | 5 |
| or2 | 5 |
| or3 | 6 |
| or4 | 3 |
| xnor2 | 76 |
| xor2 | 22 |
==> cell families after synthesis <==
group                    after synthesis  synth area share [%]
XOR/XNOR                              98                 11.28
multiplexers                           8                 1.151
flip-flops                            65                 22.61
AND-OR/OR-AND                        232                 20.44
AND/OR/NAND/NOR                      214                 13.88
adder cells (fa/ha/maj)              158                 26.38
buffers and inverters                 82                 4.210
other                                  1               0.04929
==> power by group <==
| group | switching (mW) | leakage, nW | internal [mW] | total [mW] |
|---|---|---|---|---|
| registers | 0.00342 | 0.730 | 0.243 | 0.246 |
| logic | 0.0195 | 3.10 | 0.0153 | 0.0348 |
| clock network | 0.110 | 0.148 | 0.175 | 0.285 |
==> worst max-delay path, cell delays in order (launching register included) <==
cell and delay [ns]:
dfstp_2 0.65, inv_1 0.22, ha_1 0.26, a21boi_0 0.40
nor2_1 0.11, xnor2_1 0.15, ha_1 0.33, and3_1 0.15
nand3_1 0.09, or3_1 0.36, o211ai_1 0.09, or2_2 0.30
ha_1 0.33, nor2b_1 0.15, o21ai_0 0.24, a21oi_1 0.14
o311ai_0 0.44, a21oi_1 0.15, xor2_1 0.16, a22o_1 0.19
==> cell type report <==
cell class | instances | area [um^2]
multi-input combinational | 711 | 5573
fill | 2456 | 15820
sequential | 65 | 1720
clock inverter | 2 | 10.01
inverter | 57 | 214.0
tap | 324 | 405.4
clock buffer | 14 | 285.3
timing repair buffer | 60 | 578.1
==> stage by stage <==
step / instance area (um^2) / util, % / hold WS [ns]
final: 8786 / 35.71 / 0.4800
after global routing: 8786 / 35.71 / 0.4968
after CTS: 8786 / 35.71 / 0.4829
after floorplan: 7609 / - / 0.4244
after detailed placement: 8491 / 34.51 / 0.4713
after global placement: 8491 / 34.51 / 0.4660
==> final timing paths <==
path / slack (ns) / end
min reg2reg: 0.48 / score_l[3]
max reg2reg: 6.17 / r_paddle_y[8]
max: 6.17 / r_paddle_y[8]
min: 0.48 / score_l[3]
min in group asynchronous: 2.30 / r_paddle_y[9]
max in group asynchronous: 8.08 / ball_x[8]
==> sequential cells by signal, summed over array words and instances, names as in the netlist <==
register	flops
state	3
r_paddle_y	10
ball_dy	3
score_l	4
score_r	4
ball_x_signed	10
ball_y	10
ball_dx	2
l_paddle_y	9
ball_x	10
==> per-layer routing <==
layer / routed length (um) / vias up
li1: - / 3239
met1: 10420 / 2998
met2: 9603 / 143
met3: 901 / 21
met4: 264 / 0
met5: 0 / -
No activity file was given, so power comes from the tool's default toggle rates.
