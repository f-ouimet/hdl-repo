==> design/flow/design.v <==
module vga_top (
    input  wire clk,           
    output wire vga_h_sync,
    output wire vga_v_sync,
    output wire [2:0] R,
    output wire [2:0] G,
    output wire [2:0] B
);
    reg [9:0] h_count = 0;   
    reg [9:0] v_count = 0;   
    always @(posedge clk) begin
        if (h_count == 799)
            h_count <= 0;
        else
            h_count <= h_count + 1;
    end
    always @(posedge clk) begin
        if (h_count == 799) begin
            if (v_count == 524)
                v_count <= 0;
            else
                v_count <= v_count + 1;
        end
    end
    assign vga_h_sync = ~((h_count >= 656) && (h_count < 752));  
    assign vga_v_sync = ~((v_count >= 490) && (v_count < 492));  
    wire visible = (h_count < 640) && (v_count < 480);
    wire [4:0] square_x = h_count[9:5];
    wire [4:0] square_y = v_count[8:4];
    wire [2:0] r_bit = square_x[0] ^ square_y[0];
    wire [2:0] g_bit = square_x[1] ^ square_y[1];
    wire [2:0] b_bit = square_x[2] ^ square_y[2];
    assign R = visible ? {3{r_bit}} : 3'b000;
    assign G = visible ? {3{g_bit}} : 3'b000;
    assign B = visible ? {3{b_bit}} : 3'b000;
endmodule
==> design/flow/run.sh <==
#!/bin/bash
# OpenROAD 26Q1-2900-gdf79404cd8, Yosys 0.63+post, stock flow scripts
make -C /OpenROAD-flow-scripts/flow DESIGN_CONFIG=/design/flow/config.mk WORK_HOME=/design/flow/orfs finish
==> design/flow/config.mk <==
export PLATFORM = sky130hd
export DESIGN_NAME = vga_top
export DESIGN_NICKNAME = vga_top
export VERILOG_FILES = /design/flow/design.v
export SDC_FILE = /design/flow/constraint.sdc
export NUM_CORES = 4
export LEC_CHECK = 1
export CORE_AREA = 10 10 86 86
export DIE_AREA = 0 0 96 96
==> design/flow/constraint.sdc <==
current_design vga_top

set clk_period 2.4
set clk_io_pct 0.2

create_clock -name clk0 -period $clk_period [get_ports {clk}]

set non_clock_inputs [all_inputs -no_clocks]
set_input_delay [expr $clk_period * $clk_io_pct] -clock clk0 $non_clock_inputs
set_output_delay [expr $clk_period * $clk_io_pct] -clock clk0 [all_outputs]
==> out/qor.csv <==
stage;metric;value;unit
clocking;clk latency late pin;260;ps
cells_and_area;share of layout cells above drive strength 1;4.84;%
synth;synth warn;1;
global_routing;global-route usage over all layers;4.26;%
pwr;power share of the sequential group;60.9;%
die;num rows;27;
timing;Setup Viol. Count Final;0;
pwr;switch share;18.9;%
cells_and_area;fin util;23.1;%
global_routing;global-route wire length before repair;3350;µm
setup_path;CP max FO;8;
clocking;number of H-tree levels;1;
synth;Synthesized registers;20;
outcome;outcome;completed;
run;Max Cap Viol;0;
setup_path;Crit Path Category;reg2out;
pwr;worst vdd ir;0.176;mV
global_routing;largest net degree at the start of global routing;16;
detailed_routing;DRC;0;
cells_and_area;Area growth syn-to-layout;12.2;%
synth;register share after synthesis;43.9;%
global_routing;initial antenna violation count;0;
pwr;Internal Power;0.000473;W
clocking;Clock Pin Slew Worst Setup and Hold Paths;70;ps
pwr;Clock Power Share;39.1;%
die;Die Y;96;µm
synth;Async SR Flop Fraction;0;%
die;IO Count;12;
timing;clock skew;1.66;ps
synth;biggest area cells;edfxtp_1 (26%), dfxtp_1 (18%), xor2_1 (6.1%), ha_1 (5.5%), buf_4 (4.6%);
setup_path;CP arrival;1770;ps
detailed_routing;first drt pass iteration count;4;
detailed_routing;Detail Route Antenna Nets;0;
cells_and_area;Fillers;614;
die;Die ar.;9220;µm²
pwr;pwr dens;455;nW/µm²
synth;cells after synthesis;120;
setup_path;worst path required time;1920;ps
detailed_routing;WL/cell;10.0;µm
pwr;switching pwr;0.000110;W
detailed_routing;vias post-DR;800;
detailed_routing;diode count;0;
clocking;postcts setup bufs;0;
synth;Cell Area, Synth;1140;µm²
run;tool warning count;29;
pwr;logic gate share of total power;0.1;%
worst_hold_path;worst min path class;reg2reg;
synth;Unique masters post-synth;31;
die;Pre-Place Util;20.6;%
timing;max-slew violation count;0;
synth;Synth top cells by count;nor2_1 (12), dfxtp_1 (10), edfxtp_1 (10), nand2_1 (10), xor2_1 (8);
synth;most common cell in the netlist;nor2_1;
timing;Sum Neg Setup Slack;0;ps
die;core area;5540;µm²
synth;syn_area_per_cell;9.51;µm²
clocking;Hold Buf Count CTS;0;
die;Die Wd;96;µm
clocking;post-cts gate resize count;0;
clocking;CTS tree;yes;
synth;yosys stat chip area;1140;µm²
global_routing;Congestion Overflow GR;0;
global_routing;vias in the first global route;751;
detailed_routing;Initial DRC Count;48;
synth;most used flip-flop cell;edfxtp_1;
synth;leading area contributor after synthesis;edfxtp_1;
timing;Final min period;2250;ps
clocking;clk root buf;clkbuf_8;
timing;RSZ-0062 raised after global routing;false;
placement;global placer's final weighted congestion;0.793;
clocking;Bufs on Longest Clock Path;2;
clocking;Clock Sinks;20;
placement;post-detail-place hpwl;1430;µm
timing;fmax;445;MHz
detailed_routing;via/cell ratio;4.08;
timing;period utilization;93.7;%
setup_path;Critical Path Source Type;register;
clocking;TritonCTS Buffers;3;
synth;flip-flops with a built-in enable;10;
timing;final hold violation count;0;
synth;cells in synth_stat.txt;120;
pwr;Pleak;0.497;nW
synth;Area leader share;26.3;%
setup_path;critical path endpoint category;output port;
placement;input/output buffers;5;
detailed_routing;Detailed Route WL;1960;µm
[per-layer routing]
layer	vias to the layer above	wire (µm)	track usage, %
met1	367	1020	6.61
met2	16	813	6.22
li1	415	-	-
met4	0	46	1.23
met3	2	80	0.314
met5	-	0	0
[worst max-delay path: stages, from the launching register on]
cell and delay [ps]:
edfxtp_1 510, a41o_1 280, nand2b_1 150, nor2_1 100
clkdlybuf4s50_1 470
[power groups by stage]
stage                 combinational (W)  clock (W)  sequential [W]
after CTS                   0.000000842   0.000240        0.000354
after global routing         0.00000102   0.000251        0.000355
final                       0.000000439   0.000228        0.000355
[area by class of cell]
cell class | instances | area (µm²) | area share [%]
well taps | 72 | 90.1 | 7.04
inverters | 6 | 22.5 | 1.76
repair buffers | 6 | 57.6 | 4.50
flip-flops and latches | 20 | 500 | 39.1
multi-input cells | 88 | 564 | 44.1
clock buffers | 4 | 45.0 | 3.52
[through the flow]
step	cell area [µm²]	worst slack, ps	hold slack [ps]	total power [W]	cells
5_1_grt	1280	15.7	535	0.000607	196
3_3_place_gp	1230	390	462	0.000363	192
2_1_floorplan	1160	709	442	0.000369	125
6_report	1280	151	484	0.000583	196
4_1_cts	1280	104	486	0.000595	196
3_5_place_dp	1230	400	468	0.000363	192
[cells by family after synthesis]
family,share of synthesized area [%]
buffers and inverters,8.33
XOR/XNOR,10.7
flip-flops,43.9
adder cells (fa/ha/maj),5.48
AND-OR/OR-AND,7.68
other,0.329
AND/OR/NAND/NOR,23.6
[path summary, 6_finish.rpt]
| path | from | to | slack (ps) | depth (start not counted) |
|---|---|---|---|---|
| worst max-delay path | v_count[6] | G[0] | 150 | 4 |
| worst min-delay path | h_count[0] | h_count[0] | 480 | 1 |
| worst max register to register | h_count[0] | v_count[0] | 800 | 4 |
| worst min register to register | h_count[0] | h_count[0] | 480 | 1 |
[cell usage in the layout (no fill, tap or decap), types with 6 or more instances in the layout]
cell,instances
conb_1,6
dfxtp_1,10
xnor2_1,6
edfxtp_1,10
inv_1,6
nor3_1,6
nor2_1,12
nand2_1,10
xor2_1,8
nand3_1,6
[state kept, by name, summed over array words and instances, names as in the netlist]
signal	flops
v_count	10
h_count	10
Power is estimated from default activity; no workload was simulated.
